**./design.v**
```verilog
module rect_buffer_coord_calc_v2
    #(
    parameter wr_blk_w = 32,
    parameter wr_blk_h = 32,
    parameter coord_frac_bits = 2
    )
    (
        input                           reset,
        input logic                     st_clk,
        input logic                     coords_in_valid,
        input logic       [65:0]        coords_in,
        output logic                    coords_in_ready,
        output logic        [32:0]      coords_out,
        output logic                    coords_out_valid,
        input logic                     writer_fifo_almost_full
    );
    parameter wr_blk_w_log      = $clog2(wr_blk_w);
    parameter wr_blk_h_log      = $clog2(wr_blk_h);
    typedef struct packed  
    {
        logic signed [12 + coord_frac_bits + wr_blk_w_log:0] x;
        logic signed [12 + coord_frac_bits + wr_blk_h_log:0] y;
    } abs_coords_accum;
    typedef struct packed  
    {
        logic [12 + coord_frac_bits - 1:0] x;
        logic [12 + coord_frac_bits - 1:0] y;
    } abs_coords_in;
    typedef struct packed  
    {
        logic signed [7 + coord_frac_bits - 1:0] x;
        logic signed [7 + coord_frac_bits - 1:0] y;
    } rel_coords_in;
    typedef struct packed
    {
        abs_coords_in  start_coords;
        rel_coords_in  end_coords;
    } in_coords;
    logic               coords_in_gray;
    logic               coords_in_short;
    logic               coords_out_gray;
    logic               coords_out_short;
    in_coords           coords_in_i;
    abs_coords_accum    coords_out_i;
    rel_coords_in       rel_coords_i;
    rel_coords_in       rel_coords_short_in;
    logic [wr_blk_w_log - 1:0]  column;
    logic [wr_blk_w_log - 1:0]  column_end;
    typedef enum {ST_IDLE, ST_OUTPUT_COORDS} statetype;
    statetype state;
    always @(posedge st_clk) begin
        if (reset) begin
            state               <= ST_IDLE;
            coords_out_valid    <= 0;
            coords_in_ready     <= 0;
        end else begin
            case (state)
                ST_IDLE: begin
                    if (coords_in_valid && (!writer_fifo_almost_full)) begin
                        column              <= 0;
                        coords_out_valid    <= 1;
                        coords_out_i.x      <= coords_in_i.start_coords.x << wr_blk_w_log;
                        coords_out_i.y      <= coords_in_i.start_coords.y << wr_blk_w_log;
                        coords_out_gray     <= coords_in_gray;
                        coords_out_short    <= coords_in_short;
                        rel_coords_i        <= coords_in_short ? rel_coords_short_in : coords_in_i.end_coords;
                        coords_in_ready     <= 1;
                        state               <= ST_OUTPUT_COORDS;
                    end
                end
                ST_OUTPUT_COORDS: begin
                    coords_in_ready <= 0;
                    if (column == column_end)  begin
                        coords_out_valid    <= 0;
                        state               <= ST_IDLE;
                    end else begin
                        coords_out_valid    <= 1;
                        column              <= column + 1;
                        coords_out_i.x      <= coords_out_i.x + rel_coords_i.x;
                        coords_out_i.y      <= coords_out_i.y + rel_coords_i.y;
                    end
                end
            endcase
        end
    end
    always_comb begin
        column_end          = coords_out_short ? ((wr_blk_w / 2) - 1) : (wr_blk_w - 1);
        coords_out[15:0]    = coords_out_i.x >> wr_blk_w_log;
        coords_out[31:16]   = coords_out_i.y >> wr_blk_w_log;
        coords_out[32]      = coords_out_gray;
        coords_in_i.start_coords.x  = coords_in[15:0];
        coords_in_i.start_coords.y  = coords_in[31:16];
        coords_in_i.end_coords.x    = coords_in[47:32];
        coords_in_i.end_coords.y    = coords_in[63:48];
        rel_coords_short_in.x       = coords_in_i.end_coords.x <<< 1;
        rel_coords_short_in.y       = coords_in_i.end_coords.y <<< 1;
        coords_in_short             = coords_in[64];
        coords_in_gray              = coords_in[65];
    end
endmodule
```
**./constraint.sdc**
```tcl
current_design rect_buffer_coord_calc_v2

set clk_period 6.5
set clk_io_pct 0.2

create_clock -name clk0 -period $clk_period [get_ports {st_clk}]

set non_clock_inputs [all_inputs -no_clocks]
set_input_delay [expr $clk_period * $clk_io_pct] -clock clk0 $non_clock_inputs
set_output_delay [expr $clk_period * $clk_io_pct] -clock clk0 [all_outputs]
```
**./config.mk**
```make
export PLATFORM = sky130hd
export DESIGN_NAME = rect_buffer_coord_calc_v2
export DESIGN_NICKNAME = rect_buffer_coord_calc_v2
export VERILOG_FILES = /design/flow/design.v
export SDC_FILE = /design/flow/constraint.sdc
export NUM_CORES = 4
export LEC_CHECK = 1
export CORE_UTILIZATION = 30
```
**./run.sh**
```bash
#!/bin/bash
# OpenROAD 26Q1-2900-gdf79404cd8, Yosys 0.63+post, stock flow scripts
make -C /OpenROAD-flow-scripts/flow DESIGN_CONFIG=/design/flow/config.mk WORK_HOME=/design/flow/orfs finish
```
==> ci_impl_report.md <==
### Flow metrics

| Metric | Value |
|---|---|
| Num CTS Buffers | 9 |
| Port bufs | 84 |
| Synth cell types | 62 |
| DP Cell Count | 767 |
| Drt total wl | 11.0 mm |
| Clock latency on the worst-skew pair | 0.33 ns |
| Power density over cell area | 198 mW/mm² |
| RSZ-0062 raised after global routing | false |
| Post-CTS Hold Fix Bufs | 0 |
| DIE HEIGHT | 132 µm |
| R2r setup slk | 3.70 ns |
| First-pass GRT wire length | 18.1 mm |
| Core Area | 0.0166 mm² |
| Setup violators final | 0 |
| Crit path DRT | 6.47 ns |
| Worst-path clk slew | 0.06 ns |
| Ports | 105 |
| Ys cells | 506 |
| End-of-flow core utilization | 37.5% |
| PostCTS Resize Cnt | 0 |
| Slew margin rel. | 52.8% |
| EDFF count, synth | 65 |
| Syn Inst Count | 506 |
| Worst-margin pin slew | 0.707 ns |
| FP Rows | 47 |
| Crit end category | register |
| Placer Congestion | 0.853 |
| Ys flop type | edfxtp_1 |
| CTS tree | yes |
| Yosys top cell by instances | edfxtp_1 |
| Slew Limit Fails | 0 |
| Seq share, synth | 39.8% |
| DP Wirelength | 8.07 mm |
| Hold WC Path Type | reg -> reg |
| Post-Syn Area | 0.00510 mm² |
| Met3 wire length | 604 µm |
| Area share, top type | 38.2% |
| Pin count of the biggest net entering global routing | 46 |
| Initial DRC count | 341 |
| Final hold viol count | 0 |
| Area growth syn-to-layout | 21.9% |
| Critical path startpoint category | input port |
| Fp util | 30.8% |
| Overall Power | 1.23 mW |
| Die ar. | 0.0175 mm² |
| Setup tns final | 0 ns |
| Critical path class | in -> reg |
| Ys async rst share | 0% |
| CTS Buffer Depth | 2 |
| Sink Count | 69 |
| Flop and latch count out of synthesis | 69 |
| Total GRT Usage | 13.0% |
| Drt drc | 0 |
| Via Count | 3929 |
| Yosys warning count | 1 |
| Post-DR wirelength/cell | 14.0 µm |
| Antenna-violating nets left | 0 |
| Cell Count, Final, Fillers Out | 783 |
| Share of cells above drive strength 1 | 10.5% |
| Met2 WL | 4.77 mm |
| Initial antenna violation count | 0 |
| F_max | 322 MHz |
| Min Hold Slack | 0.512 ns |
| M1 WL | 5.47 mm |
| Top sig layer | met4 |
| Biggest area consumer among synthesized cells | edfxtp_1 |
| Pre-Repair DR Iteration Count | 4 |
| Worst vdd rail ir drop | 0.110 mV |
| # diodes | 0 |
| Tool warnings | 43 |
| Status | finished, final reports clean |
| CTS H-tree depth | 3 |
| Avg Synthesized Cell Area | 10.1 µm² |
| Cell area leaders | edfxtp_1 38%, ha_1 9.6%, mux2_2 6.6% |
| Root Driver | clkbuf_16 |
| Total grt overflow | 0 |
| Leakage power | 2.28 nW |
| Post-synth top cells | 65 x edfxtp_1, 39 x ha_1, 38 x a21oi_1 |
| Worst EP arrival | 3.07 ns |
| Min Tclk post-route | 3.10 ns |
| Postcts setup bufs | 0 |
| Crit-path max FO | 45 |
| Vias in the first global route | 3708 |
| Maxcap violations | 0 |
| Via density per instance | 5.02 |
| Die Width | 132 µm |
| Final Cycle Share | 47.8% |
| Layout Skew | 0.00291 ns |
| YS chip area | 0.00510 mm² |
[flip-flops by register name, indices dropped and copies added, names as in the netlist]
register          cells
coords_out_i         40
rel_coords_i         18
column                5
state                 2
coords_in_ready       1
coords_out_gray       1
coords_out_short      1
coords_out_valid      1
[through the flow]
step / setup slack [ns] / cell area (µm²)
floorplan: 2.27 / 5110
global placement: 3.11 / 5960
detailed placement: 3.05 / 5960
finish: 3.40 / 6220
global route: 3.27 / 6220
CTS: 3.39 / 6220
[cell usage in the layout (no fill, tap or decap), types with 6 or more instances in the layout]
cell	count
clkdlybuf4s50_1	84
edfxtp_1	65
ha_1	39
a21oi_1	38
nor2_1	35
nand2_1	32
mux2_2	30
o21ai_0	21
inv_1	17
xnor2_1	15
xor2_1	12
a21o_1	11
and2_1	9
a31oi_1	9
nor3_1	9
clkbuf_16	9
nor2b_1	8
nand4_1	8
nand3_1	7
o211ai_1	6
o21a_1	6
[layout make-up]
cell class / instances / area (µm²)
fill: 1578 / 10400
multi-input combinational: 372 / 2720
sequential: 69 / 2030
timing repair buffer: 89 / 878
tap: 220 / 275
clock buffer: 11 / 233
inverter: 17 / 63.8
clock inverter: 5 / 27.5
[kinds of logic (layout without fill, tap and decap cells)]
kind of cell    after synthesis  in the layout  share of synthesized area (%)
compound gates              134            134                           17.5
xor+xnor                     27             27                           4.63
other cells                   1              2                         0.0735
buf+inv                      66            122                           7.28
flops                        69             69                           39.8
fa+ha+maj                    41             41                           10.3
mux                          32             32                           7.03
simple gates                136            136                           13.3
[path summary, 6_finish.rpt]
kind                     from               end  cells past startpoint
min reg2reg   coords_in_ready   coords_in_ready                      2
max reg2reg  rel_coords_i[17]  coords_out_i[35]                      6
max           coords_in_valid  coords_out_i[24]                      6
min           coords_in_ready   coords_in_ready                      2
[power breakdown]
group          switching [mW]  total, mW  internal [mW]  leakage, nW
Combinational           0.128      0.264          0.135         1.51
Sequential             0.0150      0.532          0.517        0.637
Clock                   0.184      0.439          0.255        0.129
Total                   0.327       1.23          0.908         2.28
[worst max-delay path, stage by stage]
cell and delay (ns):
clkdlybuf4s50_1 0.48, inv_1 0.04, o21ai_0 0.37, nand3b_1 0.20, nor2b_4 0.13, buf_4 0.53
[metal layers]
| layer | track usage (%) | up-vias |
|---|---|---|
| li1 | - | 1987 |
| met3 | 1.88 | 11 |
| met4 | 1.85 | 0 |
| met2 | 18.9 | 100 |
| met5 | 0 | - |
| met1 | 21.7 | 1831 |
Power figures rest on the tool's default switching activity, not on a simulated workload.
