<file path="design/flow/config.mk">
export PLATFORM = sky130hd
export DESIGN_NAME = rect_buffer_reader
export DESIGN_NICKNAME = rect_buffer_reader
export VERILOG_FILES = /design/flow/design.v
export SDC_FILE = /design/flow/constraint.sdc
export NUM_CORES = 4
export LEC_CHECK = 1
export CORE_UTILIZATION = 40
</file>
<file path="design/flow/design.v">
module rect_buffer_reader
    #(
    parameter buffer_w = 2048,
    parameter buffer_h = 32,
    parameter block_size = buffer_w * buffer_h,
    parameter buf_length = block_size / 4,
    parameter buf_len_log = $clog2(buf_length)
    )
    (
        input reset,
        input [32:0]                read_coord_in,
        input                       read_coord_valid,
        input        [63:0]         buf_data,
        output logic [59:0]         buf_address,
        input                       buf_read_clk,
        output logic [64:0]         pix_to_inter,
        output logic [3:0]          read_coord_frac_to_inter,
        output logic                pix_to_inter_valid
    );
    parameter row_shift         = $clog2(buffer_w / 2);
    parameter valid_row_bits    = $clog2(buffer_h);
    parameter frac_bits = 2;
    parameter pixel_in_width = 16;
    logic coords_in_gray, coords_in_gray_d1, coords_in_gray_d2, coords_in_gray_out;
    logic [1:0][15:0] read_coord_in_i;
    assign read_coord_in_i  = read_coord_in[31:0];
    assign coords_in_gray   = read_coord_in[32];
    logic read_coord_valid_d1;
    logic read_coord_valid_d2;
    logic buf_index_i;
    logic [3:0][14:0]                   buf_addr_i;
    logic [3:0][pixel_in_width - 1:0]   buf_data_i;
    logic [1:0][1:0][pixel_in_width - 1:0]   pix_to_inter_i;
    assign pix_to_inter[63:0]   = pix_to_inter_i;
    assign pix_to_inter[64]     = coords_in_gray_out;
    assign buf_data_i   = buf_data;
    assign buf_address  = buf_addr_i;
    parameter int_bits = 15 - frac_bits;
    logic read_addr_valid, read_data_valid;
    logic [1:0] coord_lsb_d1;
    logic [1:0] coord_lsb_d2;
    logic [1:0][frac_bits - 1:0]    read_coord_frac_d1;
    logic [1:0][frac_bits - 1:0]    read_coord_frac_d2;
    logic [1:0][frac_bits - 1:0]    read_coord_frac;
    logic [1:0][15 - frac_bits:0]   read_coord_integer;
    assign read_coord_frac[0]       = read_coord_in_i[0][frac_bits - 1:0];
    assign read_coord_frac[1]       = read_coord_in_i[1][frac_bits - 1:0];
    assign read_coord_integer[0]    = read_coord_in_i[0][15:frac_bits];
    assign read_coord_integer[1]    = read_coord_in_i[1][valid_row_bits + frac_bits - 1:frac_bits];
    logic [buf_len_log - 1:0] row_addr;
    logic [buf_len_log - 1:0] row_addr_odd;
    logic [buf_len_log - 1:0] col_addr;
    logic [buf_len_log - 1:0] col_addr_odd;
    assign row_addr         = read_coord_integer[1][int_bits:1] << row_shift;
    assign row_addr_odd     = (read_coord_integer[1][int_bits:1] + 1) << row_shift;
    assign col_addr         = read_coord_integer[0][int_bits:1];
    assign col_addr_odd     = col_addr + 1;
    logic [buf_len_log - 1:0] row_addr_reg;
    logic [buf_len_log - 1:0] row_addr_odd_reg;
    logic [buf_len_log - 1:0] col_addr_reg;
    logic [buf_len_log - 1:0] col_addr_odd_reg;
    always_comb begin
        buf_addr_i[0] = row_addr_reg + col_addr_reg;
        buf_addr_i[1] = row_addr_reg + col_addr_reg;
        buf_addr_i[2] = row_addr_reg + col_addr_reg;
        buf_addr_i[3] = row_addr_reg + col_addr_reg;
        case (coord_lsb_d1)  
            2'b01: begin  
                buf_addr_i[0] = row_addr_reg + col_addr_odd_reg;
                buf_addr_i[2] = row_addr_reg + col_addr_odd_reg;
            end
            2'b10: begin  
                buf_addr_i[0] = row_addr_odd_reg + col_addr_reg;
                buf_addr_i[1] = row_addr_odd_reg + col_addr_reg;
            end
            2'b11: begin  
                buf_addr_i[0] = row_addr_odd_reg + col_addr_odd_reg;
                buf_addr_i[1] = row_addr_odd_reg + col_addr_reg;
                buf_addr_i[2] = row_addr_reg + col_addr_odd_reg;
            end
        endcase
    end
    always @(posedge buf_read_clk) begin
        if (reset) begin
            pix_to_inter_valid  <= 0;
            read_data_valid     <= 0;
        end else begin
            read_addr_valid             <= read_coord_valid;
            coord_lsb_d1                <= {read_coord_integer[1][0], read_coord_integer[0][0]};
            read_coord_frac_d1          <= read_coord_frac;
            coords_in_gray_d1           <= coords_in_gray;
            row_addr_reg                <= row_addr;
            row_addr_odd_reg            <= row_addr_odd;
            col_addr_reg                <= col_addr;
            col_addr_odd_reg            <= col_addr_odd;
            read_data_valid             <= read_addr_valid;
            coord_lsb_d2                <= coord_lsb_d1;
            read_coord_frac_d2          <= read_coord_frac_d1;
            coords_in_gray_d2           <= coords_in_gray_d1;
            read_coord_frac_to_inter    <= read_coord_frac_d2;
            coords_in_gray_out          <= coords_in_gray_d2;
            pix_to_inter_valid          <= read_data_valid;
            case (coord_lsb_d2)
                2'b00: begin
                    pix_to_inter_i[0][0] <= buf_data_i[0];
                    pix_to_inter_i[0][1] <= buf_data_i[1];
                    pix_to_inter_i[1][0] <= buf_data_i[2];
                    pix_to_inter_i[1][1] <= buf_data_i[3];
                end
                2'b01: begin
                    pix_to_inter_i[0][0] <= buf_data_i[1];
                    pix_to_inter_i[0][1] <= buf_data_i[0];
                    pix_to_inter_i[1][0] <= buf_data_i[3];
                    pix_to_inter_i[1][1] <= buf_data_i[2];
                end
                2'b10: begin
                    pix_to_inter_i[0][0] <= buf_data_i[2];
                    pix_to_inter_i[0][1] <= buf_data_i[3];
                    pix_to_inter_i[1][0] <= buf_data_i[0];
                    pix_to_inter_i[1][1] <= buf_data_i[1];
                end
                2'b11: begin
                    pix_to_inter_i[0][0] <= buf_data_i[3];
                    pix_to_inter_i[0][1] <= buf_data_i[2];
                    pix_to_inter_i[1][0] <= buf_data_i[1];
                    pix_to_inter_i[1][1] <= buf_data_i[0];
                end
            endcase
        end
    end
endmodule
</file>
<file path="design/flow/constraint.sdc">
current_design rect_buffer_reader

set clk_period 6.4
set clk_io_pct 0.2

create_clock -name clk0 -period $clk_period [get_ports {buf_read_clk}]

set non_clock_inputs [all_inputs -no_clocks]
set_input_delay [expr $clk_period * $clk_io_pct] -clock clk0 $non_clock_inputs
set_output_delay [expr $clk_period * $clk_io_pct] -clock clk0 [all_outputs]
</file>
<file path="design/flow/run.sh">
#!/bin/bash
# OpenROAD 26Q1-2900-gdf79404cd8, Yosys 0.63+post, stock flow scripts
make -C /OpenROAD-flow-scripts/flow DESIGN_CONFIG=/design/flow/config.mk WORK_HOME=/design/flow/orfs finish
</file>
==> metrics.csv <==
metric,value,unit
IO buf count,220,
post-route ant nets,0,
area delta synth->final,44.29,%
max frequency,0.2550,GHz
Synth Seq Share,55.83,%
DRT iter0 DRCs,165,
synthesized area per cell,17.83,sq um
kind of critical path,reg2out,
# clock sinks,121,
Cell Pwr Density,261.4,nW/um^2
peak supply drop,173.1,uV
"top cells, area","edfxtp_1 (55%), mux4_2 (23%), mux2_2 (4.5%), buf_4 (3.2%), ha_1 (3.1%)",
Init Core Util,40.89,%
H-tree depth,4,
storage element area,3613,sq um
vias in the first global route,3935,
Worst Hold Class,reg2reg,
1st-pass router iterations,4,
DRC violations left,0,
IO Pins,230,
core region area,15830,sq um
Comb area,2552,sq um
Final Hold Viols,0,
Ys Warns,1,
WL/cell,16.74,um
Post-Syn Area,6472,sq um
Worst Setup Start Kind,flip-flop,
clk slew on worst S/H paths,60,ps
Yosys reg bits,121,
final core utilization,59.00,%
later-pin clock latency in the skew report,410,ps
Total Wirelength,13340,um
Largest register FFs,64,
worst-path fanout max,2,
CTS tree,yes,
grt total ovfl,0,
Syn Inst Count,363,
die outline height,129.2,um
endpoints failing setup,0,
Yosys Instances,363,
Log Warnings,34,
die area,16690,sq um
DPL Wire Length,9934,um
initial antenna violation count,0,
WHS,418.0,ps
RSZ-0062 raised after global routing,no,
Post-CTS Setup Bufs,0,
final setup TNS,0,ps
max_slew headroom,49.43,%
cts hold-fix bufs,0,
Top-area cell share,55.21,%
Overall Power,2.442,mW
Leakage Power,3.281,nW
post-synthesis chip area from yosys,6472,sq um
RePlAce Congestion,0.8468,
Die Span X,129.2,um
cycle use final,61.27,%
vias,4001,
Core Rows,46,
# diodes,0,
cell type with the largest total area,edfxtp_1,
total CTS buffers,17,
Clock Skew,3.338,ps
# fillers,1208,
largest net degree at the start of global routing,62,
root buffer cell,clkbuf_16,
worst-margin pin slew,758.6,ps
CP required,5120,ps
vias per inst,5.020,
maximum clock insertion buffer count,2,
share of layout cells above drive strength 1,22.55,%
Unique cell types,30,
Final min period,3921,ps
Tot GR Track Use,17.67,%
Resize count post-CTS,0,
WP data arrival,2640,ps
Max-Cap Viols,0,
Critical Path Sink Type,primary output,
outcome,"complete, no violations",
Max Slew Vio Count,0,
first-pass GRT wire length,20520,um
-- critical path, cell delays in order, from the launching register on --
cell	delay [ps]
edfxtp_1	410
ha_1	230
fa_1	420
a21o_1	200
a211oi_1	240
o22ai_1	110
a32o_1	230
clkdlybuf4s50_1	400
-- synth_stat cells (all sizes together) --
master   instances
edfxtp         119
mux4            65
buf             39
mux2            26
xnor2           17
ha              16
a21oi           12
inv             10
nand2            8
nand3            8
nor2             7
a21o             5
fa               4
nor2b            4
xor2             4
nor3             3
and3             2
dfxtp            2
o21ai            2
o22ai            2
a211oi           1
a32o             1
and4             1
clkbuf           1
mux2i            1
nand4            1
o21a             1
o2bb2ai          1
-- final timing paths --
path / from / to / slack (ps) / cells after the start
setup / recovery: col_addr_odd_reg[10] / buf_address[14] / 2480 / 7
hold / removal: read_coord_frac_d1[2] / read_coord_frac_d2[2] / 420 / 0
setup reg to reg: coord_lsb_d2[0] / pix_to_inter_i[51] / 4220 / 3
hold reg to reg: read_coord_frac_d1[2] / read_coord_frac_d2[2] / 420 / 0
-- power by group --
part | switching (mW) | total (mW) | internal, mW
Sequential | 0.0306 | 0.984 | 0.954
Clock | 0.361 | 0.981 | 0.620
Combinational | 0.147 | 0.476 | 0.329
Total | 0.538 | 2.44 | 1.90
-- placed cells by master, fill, tap and decap left out, drive strengths merged --
cell	instances
nand2	8
a21oi	12
o21ai	2
mux2	26
nand3	8
ha	16
xor2	4
and3	2
o21a	1
bufinv	3
mux2i	1
nand4	1
dfxtp	2
clkbuf	17
a21o	5
clkinv	5
and4	1
xnor2	17
clkinvlp	1
a32o	1
mux4	65
buf	6
a211oi	1
inv	16
edfxtp	119
nor3	3
nor2b	4
o22ai	2
o2bb2ai	1
nor2	7
clkdlybuf4s50	220
fa	4
-- kinds of logic (layout without fill, tap and decap cells) --
logic type / count (synthesis) / after routing / share of synthesized area (%)
buffers and inverters: 50 / 268 / 4.736
AND/OR/NAND/NOR: 34 / 34 / 2.532
AND-OR/OR-AND: 25 / 25 / 2.436
multiplexers: 92 / 92 / 27.30
flip-flops: 121 / 121 / 55.83
XOR/XNOR: 21 / 21 / 2.842
adder cells (fa/ha/maj): 20 / 20 / 4.330
-- layout make-up --
| type | count | share of cell area (%) |
|---|---|---|
| tap | 216 | 2.894 |
| sequential | 121 | 38.69 |
| multi-input combinational | 192 | 27.33 |
| inverter | 10 | 0.4287 |
| timing repair buffer | 226 | 24.06 |
| clock inverter | 15 | 2.036 |
| clock buffer | 17 | 4.555 |
-- per-stage QoR --
stage | worst slack (ps) | instance area [sq um] | instances
finish | 2479 | 9339 | 797
detailed placement | 2894 | 8723 | 765
floorplan | 2350 | 6472 | 363
global route | 2392 | 9339 | 797
CTS | 2472 | 9339 | 797
global placement | 2931 | 8723 | 765
-- routing by layer --
metal	GRT usage (%)	vias to the layer above	routed length, um
met1	28.26	1935	5408
li1	-	1886	-
met3	7.864	16	1505
met2	25.33	164	6204
met5	0	-	0
met4	2.422	0	225
Power figures rest on the tool's default switching activity, not on a simulated workload.
