==> design/flow/design.v <==
module bilinear_interpolate_2pixels(
    input               clk,
    output logic [7:0]  pixel_out,
    output logic        pixel_out_valid,
    input   [15:0]      pixel_in,
    input               pixel_in_valid,
    input   [1:0]       fraction
    );
    logic [1:0][7:0] pixel_in_i;
    assign pixel_in_i = pixel_in;
    logic [3:0][7:0] interpolated_pixel;
    assign interpolated_pixel[0] = pixel_in_i[0];
    assign interpolated_pixel[1] = pixel_in_i[0] - (pixel_in_i[0] >> 2) + (pixel_in_i[1] >> 2);
    assign interpolated_pixel[2] = (pixel_in_i[0] >> 1) + (pixel_in_i[1] >> 1);
    assign interpolated_pixel[3] = pixel_in_i[1] - (pixel_in_i[1] >> 2) + (pixel_in_i[0] >> 2);
    always @(posedge clk) begin
        pixel_out_valid <= pixel_in_valid;
        case(fraction)
            2'b00:
                pixel_out <= interpolated_pixel[0];
            2'b01:
                pixel_out <= interpolated_pixel[1];
            2'b10:
                pixel_out <= interpolated_pixel[2];
            2'b11:
                pixel_out <= interpolated_pixel[3];
        endcase
    end
endmodule
module bilinear_interpolate_module(
    input               clk,
    output logic [16:0] pixel_out,
    output logic        pixel_out_valid,
    output logic [15:0] pixel_out_2,
    output logic        pixel_out_valid_2,
    input   [64:0]      pixel_in,
    input               pixel_in_valid,
    input   [3:0]       fraction
    );
    assign pixel_out_2          = pixel_out[15:0];
    assign pixel_out_valid_2    = pixel_out_valid;
    logic [2:0][1:0][1:0][7:0]  pixel_in_i;
    logic [3:0][15:0]           pixel_in_i_partial;
    logic [2:0][1:0][7:0]       lr_interpolated_pixels;
    logic [2:0][1:0]            lr_interpolated_pixels_valid;
    logic [2:0][7:0]            pixel_out_i;
    logic [2:0]                 pixel_out_valid_i;
    assign pixel_in_i_partial = pixel_in[63:0];
    logic pixel_in_gray, pixel_in_gray_d1, pixel_out_gray;
    assign pixel_in_gray = pixel_in[64];
    logic [1:0] x_fraction_d1;
    always @(posedge clk) begin
        x_fraction_d1 <= fraction[1:0];
        pixel_in_gray_d1    <= pixel_in_gray;
        pixel_out_gray      <= pixel_in_gray_d1;
    end
    assign pixel_in_i[0][0][0] = {pixel_in_i_partial[0][4:0], 3'b100};
    assign pixel_in_i[1][0][0] = {pixel_in_i_partial[0][10:5], 2'b10};
    assign pixel_in_i[2][0][0] = {pixel_in_i_partial[0][15:11], 3'b100};
    assign pixel_in_i[0][0][1] = {pixel_in_i_partial[1][4:0], 3'b100};
    assign pixel_in_i[1][0][1] = {pixel_in_i_partial[1][10:5], 2'b10};
    assign pixel_in_i[2][0][1] = {pixel_in_i_partial[1][15:11], 3'b100};
    assign pixel_in_i[0][1][0] = {pixel_in_i_partial[2][4:0], 3'b100};
    assign pixel_in_i[1][1][0] = {pixel_in_i_partial[2][10:5], 2'b10};
    assign pixel_in_i[2][1][0] = {pixel_in_i_partial[2][15:11], 3'b100};
    assign pixel_in_i[0][1][1] = {pixel_in_i_partial[3][4:0], 3'b100};
    assign pixel_in_i[1][1][1] = {pixel_in_i_partial[3][10:5], 2'b10};
    assign pixel_in_i[2][1][1] = {pixel_in_i_partial[3][15:11], 3'b100};
    assign pixel_out = {pixel_out_gray, pixel_out_i[2][7:3], pixel_out_i[1][7:2], pixel_out_i[0][7:3]};  
    assign pixel_out_valid = |pixel_out_valid_i;
    genvar i;
    generate
        for (i = 0; i < 3; i++) begin : bwafw
            bilinear_interpolate_2pixels bpi2_left(
                .clk             (clk),
                .pixel_out       (lr_interpolated_pixels[i][0]),
                .pixel_out_valid (lr_interpolated_pixels_valid[i][0]),
                .pixel_in        ({pixel_in_i[i][1][0], pixel_in_i[i][0][0]}),
                .pixel_in_valid  (pixel_in_valid),
                .fraction        (fraction[3:2])
            );
            bilinear_interpolate_2pixels bpi2_right(
                .clk             (clk),
                .pixel_out       (lr_interpolated_pixels[i][1]),
                .pixel_out_valid (lr_interpolated_pixels_valid[i][1]),
                .pixel_in        ({pixel_in_i[i][1][1], pixel_in_i[i][0][1]}),
                .pixel_in_valid  (pixel_in_valid),
                .fraction        (fraction[3:2])
            );
            bilinear_interpolate_2pixels bpi2(
                .clk             (clk),
                .pixel_out       (pixel_out_i[i]),
                .pixel_out_valid (pixel_out_valid_i[i]),
                .pixel_in        (lr_interpolated_pixels[i]),
                .pixel_in_valid  (|lr_interpolated_pixels_valid),
                .fraction        (x_fraction_d1)
            );
        end
    endgenerate
endmodule
==> design/flow/run.sh <==
#!/bin/bash
# OpenROAD 26Q1-2900-gdf79404cd8, Yosys 0.63+post, stock flow scripts
make -C /OpenROAD-flow-scripts/flow DESIGN_CONFIG=/design/flow/config.mk WORK_HOME=/design/flow/orfs finish
==> design/flow/config.mk <==
export PLATFORM = sky130hd
export DESIGN_NAME = bilinear_interpolate_module
export DESIGN_NICKNAME = bilinear_interpolate_module
export VERILOG_FILES = /design/flow/design.v
export SDC_FILE = /design/flow/constraint.sdc
export NUM_CORES = 4
export LEC_CHECK = 1
export CORE_UTILIZATION = 50
==> design/flow/constraint.sdc <==
current_design bilinear_interpolate_module

set clk_period 4.1
set clk_io_pct 0.2

create_clock -name clk0 -period $clk_period [get_ports {clk}]

set non_clock_inputs [all_inputs -no_clocks]
set_input_delay [expr $clk_period * $clk_io_pct] -clock clk0 $non_clock_inputs
set_output_delay [expr $clk_period * $clk_io_pct] -clock clk0 [all_outputs]
==> impl_metrics.tcl <==
# implementation run metrics
set metrics [dict create \
    status "complete, no violations" \
    firstDrtPassIters 4 \
    met3_usage_pct 4.397 \
    ir_drop_uv 277.5 \
    crit_path_end_kind "register" \
    htree_num_levels 3 \
    cp.required_ns 4.31 \
    drc_errors 0 \
    area_delta_synth_final_pct 13.58 \
    total_power_uw 6332 \
    setup-tns-final_ns 0 \
    dp_cells 1607 \
    synth_area_leader_cell "ha_1" \
    place_hpwl_microns 19120 \
    use_met2_pct 31.78 \
    power_density_mw_per_mm2 499.0 \
    critPathLaunchType "primary input" \
    drtAntennaViolNets 0 \
    antenna_found_initial 0 \
    grt_max_degree 41 \
    maxCapViolCount 0 \
    hold_viol 0 \
    cp_max_fo 4 \
    ys_sh_xor_pct 9.328 \
    fp.dieW_microns 151.5 \
    synth-async-reset-ratio_pct 0 \
    ios 106 \
    top_cells_by_area "ha_1 24%, fa_1 16%, dfxtp_1 12%" \
    cts_hold_buf 0 \
    cellLeakagePower_uw 0.006494 \
    ys_cells 1253 \
    cts_root_buffer "clkbuf_16" \
    max_freq_mhz 296.6 \
    postCtsSetupRepairBufs 0 \
    num_antenna_cells 0 \
    yosysSeqAreaShare_pct 11.83 \
    synthTopLogicFamily "adder cells" \
    ys.flops 66 \
    worstHoldPathType "reg -> reg" \
    rsz0062_at_grt "false" \
    totalWireLength_microns 22210 \
    final_cell_mix "321 x inv_1, 211 x ha_1, 103 x clkdlybuf4s50_1" \
    slew_headroom_pct 56.55 \
    gp_congestion 0.8793 \
    skew_ns 0.007248 \
    gr-total-overflow 0 \
    clock-sinks 66 \
    ys_sh_aoi_pct 13.74 \
    top_area_share_pct 23.63 \
    die.size.y_microns 151.5 \
    cts_buffers 9 \
    grtUsageTotal_pct 21.55 \
    clkLatencyLatePin_ns 0.34 \
    finalCritPeriodShare_pct 82.24 \
    ctsResizeCount 0 \
    viasPerCell 4.930 \
    lay_top_count "inv_1" \
    num_rows 54 \
    cts_tree "built" \
    finalSetupViolCount 0 \
    edf_count 0 \
    ys_area_sq_mm 0.01117 \
    gr-max-usage-layer "met1" \
    adder_share_pct 39.40 \
    dieArea_sq_mm 0.02295 \
    syn_inst 1253 \
    fin_util_pct 57.97 \
    core_sq_mm 0.02189 \
    syn_avg_cell_area_sq_um 8.917 \
    path_clk_slew_ns 0.06 \
    crit_type "in -> reg" \
    drive_above_1_share_pct 4.098 \
    ff_type "dfxtp_1" \
    use_met1_pct 35.04 \
    ys_types 58 \
    hold_slack_ns 0.3247 \
    synth_area_sq_mm 0.01117 \
    port_buffers 105 \
    drv_slew 0 \
    fp_util_pct 51.04 \
    wire_per_inst_microns 13.69 \
    ys_sh_simple_pct 6.036 \
    grt_pass1_vias 7683 \
    ys_sh_mux_pct 6.976 \
    period_needed_ns 3.372 \
    fin_cells 1622 \
    warning_count 122 \
    clk_path_buf_depth 2 \
    drt_iter0_markers 282 \
    cp.arrival_ns 3.58 \
    grt_pass1_wl_microns 37290 \
    ys_warn_count 2 \
    worstMarginPinSlew_ns 0.6517 \
    vias 7996 \
]
==> final cells by class <==
class                           count  area [sq um]
Inverter                          322          1209
Multi-Input combinational cell    828          8433
Fill cell                        1975          9200
Sequential cell                    66          1321
Tap cell                          280         350.3
Clock buffer                       14         284.0
Clock inverter                      1         7.507
Timing Repair Buffer              111          1086
==> power by group <==
part	switching [uW]	total, uW	internal [uW]
Sequential	202	1050	846
Clock	295	767	472
Combinational	2140	4520	2380
==> worst paths after layout <==
path	startpoint	endpoint	slack (ns)	cells past startpoint
max	pixel_in[17]	bwafw[0].bpi2_right.pixel_out[7]	0.73	11
min	bwafw[2].bpi2_right.pixel_out_valid	bwafw[2].bpi2.pixel_out_valid	0.32	0
min reg2reg	bwafw[2].bpi2_right.pixel_out_valid	bwafw[2].bpi2.pixel_out_valid	0.32	0
max reg2reg	bwafw[0].bpi2_left.pixel_out[6]	bwafw[0].bpi2.pixel_out[6]	1.08	10
==> worst max-delay path, cell delays in order <==
cell and delay [ns]:
clkdlybuf4s50_1 0.54, inv_1 0.13, fa_1 0.54, inv_1 0.04
ha_1 0.34, and2_1 0.17, a22o_1 0.21, or4_1 0.47
nand3_1 0.09, xnor2_1 0.12, o22ai_1 0.09
==> layer usage <==
layer | part of all wire [%] | wire length (microns)
met1 | 52 | 11470
met2 | 43 | 9443
met3 | 5.3 | 1184
met4 | 0.49 | 109
met5 | 0 | 0
==> cell families (layout without fill, tap and decap cells) <==
| group | count (synthesis) | after routing |
|---|---|---|
| multiplexers | 44 | 44 |
| buffers and inverters | 359 | 448 |
| AND-OR/OR-AND | 228 | 228 |
| AND/OR/NAND/NOR | 138 | 138 |
| adder cells (fa/ha/maj) | 299 | 299 |
| flip-flops | 66 | 66 |
| XOR/XNOR | 119 | 119 |
==> state kept, by name (all words and copies together), names as in the netlist <==
signal / cells
bwafw.bpi2.pixel_out: 16
bwafw.bpi2.pixel_out_valid: 1
bwafw.bpi2_left.pixel_out: 22
bwafw.bpi2_right.pixel_out: 22
bwafw.bpi2_right.pixel_out_valid: 1
pixel_in_gray_d1: 1
pixel_out_gray: 1
x_fraction_d1: 2
==> cell usage after synthesis (all sizes together), types with 2 or more instances <==
cell type	number
nor2	50
nor3	13
nand2b	3
nand3b	3
o21bai	28
xor2	42
a211o	5
o211ai	7
or3	2
o221ai	3
a22oi	6
fa	88
and3	4
buf	26
o32a	2
mux2i	16
o31a	3
a31o	2
ha	211
dfxtp	66
a311oi	4
a21o	27
nor2b	16
o21ai	29
a21oi	67
nand3	7
o22ai	2
inv	321
nand2	23
a311o	4
clkbuf	11
a221oi	5
o31ai	7
a2bb2oi	2
and2	8
nand4	3
a211oi	9
xnor2	77
o21a	7
a31oi	4
mux4	27
==> through the flow <==
step	worst slack, ns	instance area, sq um
3_3_place_gp	0.4122	12400
4_1_cts	0.7402	12690
2_1_floorplan	1.087	11170
5_1_grt	0.5916	12690
6_report	0.7282	12690
3_5_place_dp	0.3739	12400
No activity file was given, so power comes from the tool's default toggle rates.
